File: constraint.sdc
current_design fig5p16

set clk_period 1.2
set clk_io_pct 0.2

create_clock -name clk0 -period $clk_period [get_ports {clock}]

set non_clock_inputs [all_inputs -no_clocks]
set_input_delay [expr $clk_period * $clk_io_pct] -clock clk0 $non_clock_inputs
set_output_delay [expr $clk_period * $clk_io_pct] -clock clk0 [all_outputs]
File: design.v
module fig5p16 (y_out, x_in, clock, reset);
  output y_out;
  reg y_out;
  input x_in, clock, reset;
  wire x_in, clock, reset;
  reg[1:0] state;
  reg[1:0] next_state;
  parameter S0=2'b00;
  parameter S1=2'b01;
  parameter S2=2'b10;
  parameter S3=2'b11;
  always @(posedge clock or negedge reset)
    if (reset==0)
      state<=S0;
    else
      state<=next_state;
  always @(state or x_in)
    case(state)
      S0: if (x_in)
            next_state=S1;
          else
            next_state=S0;
      S1: if (x_in)
            next_state=S3;
          else
            next_state=S0;
      S2: if (x_in)
            next_state=S0;
          else
            next_state=S2;
      S3: if (x_in)
            next_state=S2;
          else
            next_state=S0;
    endcase
  always @(state or x_in)
    case(state)
      S0:y_out=0;
      S1:y_out=~x_in;
      S2:y_out=~x_in;
      S3:y_out=~x_in;
    endcase
endmodule
File: config.mk
export PLATFORM = sky130hd
export DESIGN_NAME = fig5p16
export DESIGN_NICKNAME = fig5p16
export VERILOG_FILES = /design/flow/design.v
export SDC_FILE = /design/flow/constraint.sdc
export NUM_CORES = 4
export LEC_CHECK = 1
export CORE_AREA = 10 10 70 70
export DIE_AREA = 0 0 80 80
File: run.sh
#!/bin/bash
# OpenROAD 26Q1-2900-gdf79404cd8, Yosys 0.63+post, stock flow scripts
make -C /OpenROAD-flow-scripts/flow DESIGN_CONFIG=/design/flow/config.mk WORK_HOME=/design/flow/orfs finish
==> reports/results.tsv <==
stage	metric	value	unit
outcome	status	complete, no violations	
critical_path	r2r endpoint	state[0]$_DFF_PN1_	
timing	post-route setup slack	16.00	ps
routing	drt via density	1.986	
final_layout	utilization after layout	8.352	%
placed_design	IO Port Bufs	3	
timing	Pins Over Slew Limit	0	
placed_design	pre-CTS setup slack	-281.5	ps
cts	CTS tree	built	
cts	root buf cell	clkbuf_4	
critical_path	Worst EP arrival	940	ps
power_and_ir_drop	VDD IR max	0.1624	mV
cts	Post-CTS Repair Setup Buffers	0	
power_and_ir_drop	Sw Pwr	0.08762	mW
synthesis	Synth warnings	1	
power_and_ir_drop	Pwr Total	0.3856	mW
power_and_ir_drop	P_leak	0.1118	nW
synthesis	Mapped Cells	13	
global_route	grt total ovfl	0	
placed_design	detailed placement HPWL	297.9	µm
timing	clk_skew	6.473	ps
power_and_ir_drop	Seq pwr share	40.1	%
power_and_ir_drop	Comb pwr share	10.2	%
synthesis	Dominant Register Cell	dfrtp_1	
routing	antenna cells	0	
placed_design	gp weighted congestion	0.6834	
timing	fmax	844.6	MHz
cts	CTS buffer count	3	
die	die x size	80	µm
timing	final setup fails	0	
cts	clk sinks	4	
global_route	vias in the first global route	161	
final_layout	area added between synthesis and finish	91.60	%
power_and_ir_drop	PwrDens	1352	nW/µm²
critical_path	Worst Setup End Kind	primary output	
global_route	largest net degree at the start of global routing	7	
cts	Clock transition at path regs	40	ps
synthesis	Cell area leaders	dfrtp_1, dfstp_2, and2_2	
job	max cap viols	0	
critical_path	worst flop-to-flop path startpoint	state[3]$_DFF_PN0_	
die	height of the die	80	µm
die	Core Area	3416	µm²
synthesis	Post-synth seq share	68.07	%
final_layout	final cell count without fillers	69	
placed_design	placed insts	65	
cts	htree depth	1	
global_route	GR Util All Layers	1.601	%
synthesis	fraction of registers with async set or reset after synthesis	100.0	%
cts	worst skew pair latency	240	ps
cts	clk buf depth	2	
critical_path	worst-case reg-to-reg path depth	3	
critical_path	worst reg2reg setup slack	190	ps
synthesis	Post-synth EDFFs	0	
routing	vias	137	
routing	Detailed Route WL	388	µm
timing	Final Hold Viols	0	
routing	Iteration-0 DRC Markers	0	
synthesis	Post-synth top cells	dfrtp_1, and2_2	
critical_path	critical path class	reg -> out	
synthesis	area of the mapped netlist	148.9	µm²
power_and_ir_drop	Pint	0.2980	mW
critical_path	critical path's slowest cell	dfrtp_1	
timing	setup repair after global routing missed its margin	true	
synthesis	Area leader share	50.42	%
die	die area	6400	µm²
critical_path	critical path cell sequence	nor3_2 -> nor2_1 -> buf_2	
synthesis	# Cells Yosys	13	
min_path	hold crit path type	in -> async	
power_and_ir_drop	sw frac	22.72	%
synthesis	Synth Register Bits	4	
global_route	first-pass GRT wire length	731	µm
timing	cycle use final	98.67	%
synthesis	yosys stat area	148.9	µm²
power_and_ir_drop	Clock power frac	49.7	%
routing	drt first pass iters	1	
critical_path	crit path DRT	960	ps
critical_path	Setup crit start	state[3]$_DFF_PN0_	
critical_path	CP Launch Type	register	
synthesis	syn_area_per_cell	11.45	µm²
synthesis	count leader, synth	dfrtp_1	
routing	drc violations	0	
final_layout	layout cells sized above 1	47.83	%
die	# rows	21	
die	Core Util at FP	4.359	%
critical_path	worst setup path endpoint	y_out	
die	I/O Pins	4	
synthesis	Synth cell types	10	
job	Tool Warnings	27	
timing	Slew HR	79.21	%
global_route	initial antenna violation count	0	
synthesis	cell taking the most area after synthesis	dfrtp_1	
critical_path	Crit Path Max Fanout	2	
routing	Detail Route Antenna Nets	0	
routing	Routed WL per cell	5.623	µm
timing	transition time at the pin with the least slew margin	309.0	ps
timing	min Tclk post-route	1184	ps
critical_path	CP peak stage delay	380	ps
cts	cts hold-fix bufs	0	
==> power groups by stage <==
stage	Combinational (mW)	Clock (mW)	Sequential [mW]
finish	0.0392	0.192	0.155
global route	0.0459	0.216	0.157
CTS	0.0406	0.200	0.155
==> critical path: cells and delay by family (launching register included) <==
kind / cells / cell delay (ps)
flops: 1 / 380
simple gates: 2 / 220
buf+inv: 1 / 110
==> final cells by class <==
cell class              count  area (µm²)
inverters                   1       3.754
well taps                  46       57.56
repair buffers              6       47.55
flip-flops and latches      4       101.3
multi-input cells           8       48.80
fillers                   404        3131
clock buffers               4       26.28
==> stage by stage <==
stage          setup TNS [ps]  cell area (µm²)  hold slack (ps)
2_1_floorplan               0            148.9           -55.59
3_3_place_gp           -287.7            259.0            447.8
3_5_place_dp           -378.9            259.0            452.4
4_1_cts                -4.461            285.3            190.4
5_1_grt                -73.30            285.3            197.8
6_report                    0            285.3            189.5
==> logic make-up (layout without fill, tap and decap cells) <==
group                  Yosys count  count (layout)  synth area share [%]
AOI/OAI and AO/OA                2               2                 6.716
and+or+nand+nor                  6               6                 22.68
buffers and inverters            1              11                 2.519
DFF                              4               4                 68.07
==> placed cells by master, fill, tap and decap left out <==
cell type        netlist  layout
nor3_2                 0       1
and2_2                 2       2
nand2_1                1       1
buf_4                  0       3
clkbuf_4               0       3
clkbuf_1               0       1
dfstp_2                1       1
o21ai_0                1       1
dfrtp_1                3       3
nor2_1                 1       1
inv_1                  1       1
nor4_1                 1       1
clkdlybuf4s50_1        0       2
buf_2                  0       1
a21oi_1                1       1
==> what timing repair did <==
item	CTS	global route
gates resized	4	0
setup endpoints to repair	1	1
pin swaps	2	2
==> worst min path at each step <==
stage	start	end	slack (ps)
6_report	reset	state[3]$_DFF_PN0_	190
5_1_grt	reset	async pin	200
4_1_cts	reset	state[3]$_DFF_PN0_	190
==> metal layers <==
metal | up-vias | track usage, % | wire, µm
met2 | 7 | 1.926 | 119
met1 | 63 | 1.338 | 152
met3 | 3 | 2.500 | 104
met4 | 0 | 0.5282 | 11
met5 | - | 0 | 0
li1 | 64 | - | -
Power figures rest on the tool's default switching activity, not on a simulated workload.
