==> design.v <==
`timescale 1 ms /1 us
module decode24_enable (A, B, Y, enable);
  input A, B, enable;
  wire A, B, enable;
  output [0:3] Y;
  wire [0:3] Y;
  assign Y[0] = ~((~A)&(~B)) | enable;
  assign Y[1] = ~(( A)&(~B)) | enable;
  assign Y[2] = ~((~A)&( B)) | enable;
  assign Y[3] = ~(( A)&( B)) | enable;
endmodule
module decode416 (in, out);
  input [0:3] in;
  wire [0:3] in;
  output [0:15] out;
  wire [0:15] out;
  wire [0:3] enableLine;
  decode24_enable selector (in[2], in[3], enableLine, 1'b0);
  decode24_enable gate0 (in[0], in[1], out[0:3]  , enableLine[0]);
  decode24_enable gate1 (in[0], in[1], out[4:7]  , enableLine[1]);
  decode24_enable gate2 (in[0], in[1], out[8:11] , enableLine[2]);
  decode24_enable gate3 (in[0], in[1], out[12:15], enableLine[3]);
endmodule
==> run.sh <==
#!/bin/bash
# OpenROAD 26Q1-2900-gdf79404cd8, Yosys 0.63+post, stock flow scripts
make -C /OpenROAD-flow-scripts/flow DESIGN_CONFIG=/design/flow/config.mk WORK_HOME=/design/flow/orfs finish
==> config.mk <==
export PLATFORM = sky130hd
export DESIGN_NAME = decode416
export DESIGN_NICKNAME = decode416
export VERILOG_FILES = /design/flow/design.v
export SDC_FILE = /design/flow/constraint.sdc
export NUM_CORES = 4
export LEC_CHECK = 1
export CORE_AREA = 10 10 70 70
export DIE_AREA = 0 0 80 80
==> constraint.sdc <==
current_design decode416

set clk_period 1.2
set clk_io_pct 0.2

create_clock -name clk0 -period $clk_period

set non_clock_inputs [all_inputs -no_clocks]
set_input_delay [expr $clk_period * $clk_io_pct] -clock clk0 $non_clock_inputs
set_output_delay [expr $clk_period * $clk_io_pct] -clock clk0 [all_outputs]
==> impl_metrics.toml <==
# synthesis and place-and-route metrics
[global_routing]
grt_pass1_wl_microns = 1524
grt_pass1_vias = 277
gr-total-overflow = 0
grt_use_total_pct = 3.025
antenna_found_initial = 0
grt_max_degree = 12

[synthesis]
ys_cells = 20
yosys_area_sq_um = 186.4
ys.warnings.count = 0
netlist.top_cell.by_area = "nand4bb_1"
syn_area_per_cell_sq_um = 9.321
ys_seq_share_pct = 0
ys_top_cells_by_area = "nand4bb_1 36%, nand4b_1 19%, or4b_1 16%"
yosysUniqueCellTypes = 8
synth_cells = 20
netlist_area_sq_um = 186.4
top_area_share_pct = 36.24

[floorplan]
core_area_sq_um = 3416
num_io_pins = 20
initial_core_util_pct = 5.458
die_width_microns = 80
die_h_microns = 80
core.rowCount = 21
dieArea_sq_um = 6400

[sta]
hold_viol = 0
rsz0062_at_grt = "yes"
setup_viol = 5
tightest_slew_ns = 0.1107
fin_ws_ns = -0.03625
max_freq_mhz = 808.9
fin_crit_ns = 1.236
fin_crit_sh_pct = 103.0
tns_ns = -0.1209
holdWs_ns = 0.7373
drv_slew = 0
slew_headroom_pct = 92.62

[placement]
port_buffers = 20
dp_slack_ns = -0.7419
gp_congestion = 0.7619
dpl.hpwl_microns = 664

[worst_setup_path]
critPathKind = "in2out"
cpPeakStageDelay_ns = 0.53
critical_path_arrival_ns = 1.00
start_kind = "input port"
required_ns = 0.96
crit_path_end = "out[8]"
slowest_stage = "or4b_4"
cp_cell_sequence = "buf_8 > or4b_4 > buf_6"
critPathMaxFanout = 6
end_kind = "primary output"
crit_start = "in[0]"

[route]
dr_wl_met2_microns = 228
ant_nets = 0
wl_met3_microns = 158
wl_met1_microns = 677
n_antenna_cell = 0
drc = 0
maxUsedRoutingLayer = "met3"
wl_per_cell_microns = 11.82
wirelength_microns = 1064
drtIter0Drc = 26
dr.pass1.iters = 4
num_vias = 289
vias_per_cell = 3.211

[worst_hold_path]
hold_class = "in2out"
min_from = "in[0]"

[layout]
n_clock_buffer = 0
seq_cells = 0
regArea_sq_um = 0
drive_above_1_share_pct = 45.45
syn_to_final_growth_pct = 164.4

[power]
pwr-share-seq_pct = 0
p_per_area_nw_per_um2 = 226.3
p_clk_share_pct = 0
p_sw_share_pct = 38.32
power.internal_uw = 68.81
p_leak_nw = 0.1570
vdd_drop_max_mv = 0.05251
p_sw_uw = 42.75
comb_power_share_pct = 100.0

[run]
maxCapViolCount = 0
warning_count = 34

[outcome]
status = "finished with violations"
violations = "setup timing"

[clocking]
hold_buffers = 0
## synth_stat cells, drive strengths merged
library cell  n
nand4         1
or4b          4
or4           1
nand4b        4
nand4bb       6
buf           1
clkbuf        3
## routing by layer
layer  up-vias  track usage (%)
met5         -                0
met4         0                0
met3         0            1.818
li1        136                -
met2        20            2.006
met1       133            5.933
## final cells by class
| type | count | area, sq um |
|---|---|---|
| fill | 396 | 2923 |
| timing repair buffer | 28 | 267.8 |
| multi-input combinational | 16 | 167.7 |
| tap | 46 | 57.56 |
## what timing repair did
item | in CTS | in global routing
gates cloned | 3 | 0
gates resized | 58 | 8
setup buffers | 0 | 1
pin swaps | 1 | 4
endpoints found under the setup margin | 16 | 9
## worst min-delay path by stage
stage / to / slack [ns] / depth (start not counted)
CTS: out[2] / 0.74 / 3
finish: out[2] / 0.74 / 3
global route: out[0] / 0.75 / 3
## power groups by stage
stage	clock (mW)	sequential, mW	combinational, mW
4_1_cts	0	0	0.103
5_1_grt	0	0	0.119
6_report	0	0	0.112
## stage by stage
step	total power [mW]	utilization, %	area, sq um	std cells
after global routing	0.1195	14.43	493.0	90
after floorplan	0.03356	-	186.4	20
final	0.1116	14.43	493.0	90
after CTS	0.1033	13.48	460.4	89
after global placement	0.09164	13.22	451.7	86
after detailed placement	0.09219	13.22	451.7	86
## worst max-delay path: cells and delay by family
family,cells,cell delay (ns)
AND/OR/NAND/NOR,1,0.53
buffers and inverters,2,0.22
## cell usage in the layout, fill, tap and decap left out
cell and n:
or4b_1 2, nand4bb_1 6, buf_8 3, dlygate4sd2_1 7, nand4_1 1, buf_2 4, nand4b_1 4, buf_6 7
clkdlybuf4s15_1 4, buf_4 3, or4b_4 2, or4_4 1
## logic make-up after synthesis
| kind of cell | share of synthesized area [%] |
|---|---|
| buffers and inverters | 12.08 |
| and+or+nand+nor | 87.92 |
Power is estimated from default activity; no workload was simulated.
